<file path="design/flow/config.mk">
export PLATFORM = sky130hd
export DESIGN_NAME = spi_master_driver
export DESIGN_NICKNAME = spi_master_driver
export VERILOG_FILES = /design/flow/design.v
export SDC_FILE = /design/flow/constraint.sdc
export NUM_CORES = 4
export LEC_CHECK = 1
export CORE_AREA = 10 10 89 89
export DIE_AREA = 0 0 99 99
</file>
<file path="design/flow/constraint.sdc">
current_design spi_master_driver

set clk_period 2.0
set clk_io_pct 0.2

create_clock -name clk0 -period $clk_period [get_ports {clk}]

set non_clock_inputs [all_inputs -no_clocks]
set_input_delay [expr $clk_period * $clk_io_pct] -clock clk0 $non_clock_inputs
set_output_delay [expr $clk_period * $clk_io_pct] -clock clk0 [all_outputs]
</file>
<file path="design/flow/design.v">
`timescale 1 ms/ 1 ms
module spi_master_driver 
  #( parameter DATA_WIDTH = 32
   , parameter SCLK_HALFPERIOD = 8
   )
  ( input             clk
  , input             rst
  , input                   start_transaction  
  , input  [DATA_WIDTH-1:0] data_in            
  , output [DATA_WIDTH-1:0] data_out           
  , output                  ready              
  , output            mosi
  , input             miso
  , output reg        sclk
  , output reg        cs  
  );
localparam BIT_COUNTER_WIDTH = $clog2(DATA_WIDTH);
localparam SCLK_COUNTER_WIDTH = $clog2(SCLK_HALFPERIOD);
reg   [BIT_COUNTER_WIDTH-1:0] bit_count;
reg   [SCLK_COUNTER_WIDTH-1:0] sclk_count;
reg   [DATA_WIDTH:0] shiftreg;
localparam STATE_IDLE        = 0;
localparam STATE_WAIT_SCLK_1 = 1;
localparam STATE_WAIT_SCLK_0 = 2;
localparam STATE_FINALIZE    = 3;
reg  [2:0] state;
always @( posedge rst, posedge clk ) begin
  if ( rst ) begin
    bit_count <= 0;
    sclk <= 0;
    cs <= 1;
    state <= STATE_IDLE;
  end
  else begin
    case ( state )
      STATE_IDLE: begin
        sclk <= 0;
        if ( start_transaction ) begin
          bit_count <= 7;
          cs <= 0;
          state <= STATE_WAIT_SCLK_1;
        end 
        else cs <= 1;
      end
      STATE_WAIT_SCLK_1: begin
        if ( !sclk_count ) begin
          sclk <= 1;
          state <= STATE_WAIT_SCLK_0;
        end 
      end
      STATE_WAIT_SCLK_0: begin
        if ( !sclk_count && bit_count ) begin
          sclk <= 0;
          bit_count <= bit_count - 1;
          state <= STATE_WAIT_SCLK_1;
        end 
        else if ( !sclk_count ) begin
          sclk <= 0;
          state <= STATE_FINALIZE;
        end
      end
      STATE_FINALIZE: begin
        if ( !sclk_count ) begin 
          cs <= 1;
          state <= STATE_IDLE;
        end
      end
      default: state <= STATE_IDLE;
    endcase        
  end
end
always @(posedge clk) begin
  if ( sclk_count ) sclk_count <= sclk_count - 1;
  else              sclk_count <= SCLK_HALFPERIOD - 1;
end
endmodule
</file>
<file path="design/flow/run.sh">
#!/bin/bash
# OpenROAD 26Q1-2900-gdf79404cd8, Yosys 0.63+post, stock flow scripts
make -C /OpenROAD-flow-scripts/flow DESIGN_CONFIG=/design/flow/config.mk WORK_HOME=/design/flow/orfs finish
</file>
==> reports/qor.yml <==
status: "finished, final reports clean"
grt_antenna_before_repair: 0
ys_chip_area_sq_um: 972.2
firstDrtPassIters: 4
p_leak_nw: 0.4724
cts_resized: 0
synth_stat.cells: 102
crit_buf_inv: 1
hold_violations: 0
ios: 72
remaining_drc_errors: 0
ant_nets: 0
crit_chain: "clkdlybuf4s50_1 > and2b_1 > nor4b_4 > a41oi_1 > a31oi_1"
path_delay_family: "simple AND/OR/NAND/NOR gates"
holdCritPathClass: "reg -> reg"
path_max_fanout: 4
holdWs_ns: 0.3805
timing.rr.start: "bit_count[0]"
numCtsBuffers: 3
crit_type: "in -> reg"
crit_path_max_incr_delay_ns: 0.47
adder_share: 0.03861
setup_tns_ns: 0
nFillCells: 657
cts_num_sinks: 14
startpoint: "start_transaction"
simple_gate_area_frac: 0.1789
synthCells: 102
layout.area.seq_sq_um: 337.8
mi_logic_area_sq_um: 469.2
end_kind: "flop"
clockRootBuffer: "clkbuf_8"
synth_cell_types: 32
skew_ns: 0.0009815
worstSetupStartpointType: "input port"
post-route-period-util: 0.8312
grt_max_degree: 12
area_growth_pct: 5.534
clock_latency_ns: 0.24
dpl.hpwl_um: 1356
netlist_area_sq_um: 972.2
crit_required_ns: 2.17
tool_warnings: 59
reg2reg_to: "bit_count[3]"
drt-wirelength-per-cell_um: 9.082
cp_slowest_cell: "clkdlybuf4s50_1"
ys_sh_xor: 0
grt_overflow: 0
ys_sh_aoi: 0.1338
gp_congestion: 0.7194
io_buffers: 4
dr_total_vias: 586
cp.depth: 5
drv_slew: 0
ctsLongestPathBuffers: 2
mux_share: 0
arrival_ns: 1.83
ys_seq_elements: 14
drive_above_1_share: 0.1376
powerDensity_nw_per_um2: 553.5
track_usage: 0.03344
yosys_warnings: 35
antenna-diode-count: 0
core_region_area_sq_um: 5991
dieArea_sq_um: 9801
htreeDepth: 1
grt_setup_unrepaired: "false"
die_w_um: 99
r2r_cells: 6
grt_pass1_wl_um: 2946
wl_um: 1671
via_per_inst: 3.185
num_rows: 28
path_clk_slew_ns: 0.06
initialDrtViolationCount: 16
endpoint: "bit_count[3]"
cts_setup_buffers: 0
grt_pass1_vias: 669
fp-utilization: 0.1623
cts_hold_buffers: 0
setup_viol: 0
finalCriticalPeriod_ns: 1.662
ys_seq_frac: 0.3475
cap_violations: 0
synth.avg_cell_area_sq_um: 9.531
cts_tree: "done"
fmax_mhz: 601.5
top_logic_kind: "buffers and inverters"
rrSetupSlack_ns: 0.39
die_height_um: 99
ir_drop_mv: 0.3200
==> kinds of logic after synthesis <==
group           Yosys count
simple gates             26
other cells               1
fa+ha+maj                 3
compound gates           17
buf+inv                  41
flops                    14
==> cell usage after synthesis <==
cell type,instances,share of area
a211oi_1,1,0.0077
a31oi_1,1,0.0064
buf_6,1,0.012
dfxtp_1,3,0.062
ha_1,3,0.039
nor3b_2,1,0.013
o21ai_1,3,0.015
nand3_1,1,0.0051
nand2_1,12,0.046
a21o_1,1,0.0077
buf_4,34,0.26
nand2b_4,1,0.014
o211ai_1,1,0.0077
and3_1,1,0.0064
inv_1,6,0.023
a21oi_1,2,0.010
nor2_2,1,0.0064
o31ai_1,1,0.0077
nor2_1,3,0.012
a21boi_1,1,0.0077
dfrtp_1,9,0.23
conb_1,1,0.0039
o21ai_0,2,0.010
a221oi_2,1,0.015
a211oi_4,1,0.021
and2b_1,2,0.015
a22oi_1,1,0.0077
nor4b_4,2,0.049
a41oi_1,1,0.0090
nand2_2,1,0.0064
nor3_1,1,0.0051
dfstp_2,2,0.054
==> where the power goes <==
group	internal (mW)	switching, mW
clock	0.174	0.0985
combinational	0.00373	0.00886
sequential	0.283	0
total	0.461	0.107
==> routing by layer <==
layer	track usage	wire, um	vias up
li1	-	-	281
met5	0	0	-
met1	0.04617	783	275
met2	0.05160	756	28
met4	0.008820	48	0
met3	0.007047	81	2
==> worst min path at each step <==
stage / startpoint / end / slack, ns / depth (start not counted)
final: sclk_count[0] / sclk_count[0] / 0.38 / 1
after global routing: sclk_count[0] / sclk_count[0] / 0.41 / 1
after CTS: sclk_count[0] / sclk_count[0] / 0.39 / 1
==> per-stage QoR <==
step / instance area, sq um / instances / worst slack, ns / util / power (mW)
floorplan: 1096 / 135 / 0.5410 / - / 0.3385
global placement: 970.9 / 180 / 0.1134 / 0.1621 / 0.3037
detailed placement: 970.9 / 180 / 0.08446 / 0.1621 / 0.3028
CTS: 1026 / 184 / 0.3321 / 0.1713 / 0.5815
global route: 1026 / 184 / 0.2446 / 0.1713 / 0.5988
finish: 1026 / 184 / 0.3375 / 0.1713 / 0.5679
==> state kept, by name, summed over array words and instances, names as in the netlist, named ones only <==
register	count
state	3
sclk_count	3
sclk	1
bit_count	5
cs	1
==> placed cells by master (no fill, tap or decap) <==
cell | Yosys | final
a211oi_1 | 1 | 1
a211oi_4 | 1 | 1
a21boi_1 | 1 | 1
a21o_1 | 1 | 1
a21oi_1 | 2 | 2
a221oi_2 | 1 | 1
a22oi_1 | 1 | 1
a31oi_1 | 1 | 1
a41oi_1 | 1 | 1
and2b_1 | 2 | 2
and3_1 | 1 | 1
buf_4 | 34 | 1
clkbuf_8 | 0 | 4
clkdlybuf4s50_1 | 0 | 4
conb_1 | 1 | 34
dfrtp_1 | 9 | 9
dfstp_2 | 2 | 2
dfxtp_1 | 3 | 3
ha_1 | 3 | 3
inv_1 | 6 | 6
nand2_1 | 12 | 12
nand2_2 | 1 | 1
nand2b_4 | 1 | 1
nand3_1 | 1 | 1
nor2_1 | 3 | 3
nor2_2 | 1 | 1
nor3_1 | 1 | 1
nor3b_2 | 1 | 1
nor4b_4 | 2 | 2
o211ai_1 | 1 | 1
o21ai_0 | 2 | 2
o21ai_1 | 3 | 3
o31ai_1 | 1 | 1
==> cell type report <==
class | count | area share
Multi-Input combinational cell | 80 | 0.4573
Inverter | 6 | 0.02195
Tap cell | 75 | 0.09146
Timing Repair Buffer | 5 | 0.04634
Sequential cell | 14 | 0.3293
Clock buffer | 4 | 0.05366
Power is estimated from default activity; no workload was simulated.
