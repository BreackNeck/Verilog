<file path="flow/design.v">
module ram 
#(
	parameter N = 6, M = 32
)
(
	input  logic         clk
,	input  logic         we
,	input  logic [N-1:0] adr
,	input  logic [M-1:0] din
,	output wire  [M-1:0] dout
);
logic [M-1:0] mem [2**N-1:0];
always @(posedge clk)
	if (we) mem [adr] <= din;
assign dout = mem[adr];
endmodule
</file>
<file path="flow/run.sh">
#!/bin/bash
# OpenROAD 26Q1-2900-gdf79404cd8, Yosys 0.63+post, stock flow scripts
make -C /OpenROAD-flow-scripts/flow DESIGN_CONFIG=/design/flow/config.mk WORK_HOME=/design/flow/orfs finish
</file>
<file path="flow/config.mk">
export PLATFORM = sky130hd
export DESIGN_NAME = ram
export DESIGN_NICKNAME = ram
export VERILOG_FILES = /design/flow/design.v
export SDC_FILE = /design/flow/constraint.sdc
export NUM_CORES = 4
export LEC_CHECK = 1
export CORE_UTILIZATION = 50
</file>
<file path="flow/constraint.sdc">
current_design ram

set clk_period 32.2
set clk_io_pct 0.2

create_clock -name clk0 -period $clk_period [get_ports {clk}]

set non_clock_inputs [all_inputs -no_clocks]
set_input_delay [expr $clk_period * $clk_io_pct] -clock clk0 $non_clock_inputs
set_output_delay [expr $clk_period * $clk_io_pct] -clock clk0 [all_outputs]
</file>
==> flow_metrics.env <==
# yosys + openroad results
export IMPL_drt_wl_total_um=225000
export IMPL_postSynthSeqShare_pct=78.6
export IMPL_synthArstFlopShare_pct=0
export IMPL_wl_per_cell_um=34.2
export IMPL_grt_max_degree=73
export IMPL_die_h_um=398
export IMPL_setup_viol=0
export IMPL_synth_area_um2=78300
export IMPL_edf_count=2048
export IMPL_htreeDepth=4
export IMPL_num_fill_cells=11200
export IMPL_grt_overflow_total=0
export IMPL_hold_path_class="primary input to flop"
export IMPL_first_pass_iters=8
export IMPL_grt_total_usage_pct=32.4
export IMPL_antenna_left=0
export IMPL_core_area_um2=155000
export IMPL_outcome="complete, no violations"
export IMPL_rows=144
export IMPL_dp_hpwl_um=132000
export IMPL_finalPower_mw=5.51
export IMPL_critPathLaunchType="primary input"
export IMPL_syn_area_per_cell_um2=18.6
export IMPL_peakVddDrop_mv=0.0571
export IMPL_place_gp_congestion=0.970
export IMPL_log_warning_count=26
export IMPL_crit_fanout=72
export IMPL_syn2layout_area_growth_pct=12.8
export IMPL_rsz0062_at_grt="no"
export IMPL_vias=42400
export IMPL_cts_tree="done"
export IMPL_regMostFlops="mem"
export IMPL_largest_reg_flops=2048
export IMPL_fmax_mhz=53.9
export IMPL_cap_viol_max_count=0
export IMPL_combGateArea_um2=16000
export IMPL_die_w_um=398
export IMPL_finalCriticalPeriod_ns=18.57
export IMPL_ys_chip_area_um2=78300
export IMPL_initCoreUtil_pct=50.6
export IMPL_cts_resized=0
export IMPL_p_leak_nw=28.2
export IMPL_finalCritPeriodShare_pct=57.7
export IMPL_critPathArrivalTime_ns=12.13
export IMPL_ys_warn_count=1
export IMPL_antenna_found_initial=10
export IMPL_cp_data_required_time_ns=25.76
export IMPL_via_per_inst=6.44
export IMPL_drv_slew=0
export IMPL_path_clk_slew_ns=0.06
export IMPL_worst_setup_path_type="primary input to output port"
export IMPL_drc_errors=0
export IMPL_cts_setup_buffers=0
export IMPL_syn_inst=4207
export IMPL_ios=72
export IMPL_ys_cells=4207
export IMPL_tightestPinTransition_ns=1.17
export IMPL_drive_above_1_share_pct=17.8
export IMPL_critPathCaptureType="output port"
export IMPL_ys_ff=2048
export IMPL_numPortBuffers=71
export IMPL_top_regs="mem x2048"
export IMPL_clock_sinks=2048
export IMPL_ff_type="edfxtp_1"
export IMPL_setup_tns_ns=0
export IMPL_grt_pass1_wl_um=320000
export IMPL_hold_violations=0
export IMPL_root_buffer="clkbuf_16"
export IMPL_cts_buffers_inserted=201
export IMPL_p_per_area_nw_per_um2=62.4
export IMPL_seq_area_um2=61500
export IMPL_postCtsHoldBufs=0
export IMPL_synth_distinct_cells=55
export IMPL_drt_iter0_markers=2984
export IMPL_max_slew_margin_rel_pct=21.0
export IMPL_clk_path_buf_depth=3
export IMPL_chipArea_um2=158000
export IMPL_grt_pass1_vias=43700
-- final timing paths --
kind,cells past startpoint,slack (ns),start,to
worst max-delay path,13,13.63,adr[1],dout[16]
worst min-delay path,1,5.91,din[9],mem[20][9]
-- routing by layer --
metal	track usage, %	part of all wire, %	routed length, um
met4	7.38	3.0	6770
met2	42.8	44	98800
met3	27.1	19	43700
met5	4.78	0.51	1140
met1	43.5	33	74600
-- critical path, cell delays in order --
cell and delay [ns]:
buf_8 0.43, buf_12 0.47, buf_4 0.63, buf_4 0.66, nor2_4 0.26, buf_4 0.36, buf_4 0.35, and3_1 0.26
nor4_1 0.32, a31oi_1 0.32, a2111oi_0 0.53, nand3_1 0.35, clkdlybuf4s50_1 0.51
-- final cells by class --
| type | count | area share, % |
|---|---|---|
| diodes | 5 | 0.0142 |
| flip-flops and latches | 2048 | 69.6 |
| clock inverters | 116 | 1.00 |
| multi-input cells | 1859 | 18.2 |
| clock buffers | 255 | 6.09 |
| inverters | 2 | 0.0170 |
| repair buffers | 251 | 2.18 |
| well taps | 2044 | 2.90 |
-- synth_stat cells, drive strengths merged (16+ instances only) --
master / number / area [um2]
edfxtp: 2048 / 61500
mux2i: 259 / 2590
a22oi: 188 / 1410
a221oi: 175 / 1530
clkbuf: 169 / 638
mux2: 147 / 1660
nor2: 145 / 544
buf: 129 / 682
a21oi: 121 / 606
mux4: 96 / 2160
o22ai: 93 / 582
and3: 85 / 532
o21ai: 85 / 425
o22a: 70 / 613
a22o: 66 / 578
nand3: 54 / 270
a31oi: 43 / 269
nand2: 28 / 105
nor3: 22 / 110
nand2b: 18 / 113
a211oi: 17 / 128
a222oi: 16 / 160
-- kinds of logic after synthesis --
kind of cell	Yosys count	synth area share, %
AOI/OAI and AO/OA	933	8.73
buffers and inverters	300	1.70
DFF	2048	78.6
muxes	502	8.19
and+or+nand+nor	424	2.83
-- layout by cell type, fill, tap and decap left out, types with 7 or more instances in the layout --
cell type / synthesis / routed
a221oi_1: 175 / 175
a31oi_1: 43 / 43
clkinvlp_4: 0 / 7
clkbuf_16: 0 / 208
clkdlybuf4s50_1: 0 / 36
bufinv_16: 0 / 12
buf_4: 8 / 179
clkinv_1: 0 / 62
nand3_1: 54 / 53
mux4_2: 96 / 96
and3_1: 85 / 85
o22a_1: 70 / 70
a22o_1: 66 / 66
or4b_1: 14 / 14
nand2b_1: 18 / 15
or4_1: 15 / 15
nor2_4: 0 / 67
clkinv_2: 0 / 29
clkbuf_1: 168 / 47
edfxtp_1: 2048 / 2048
o22ai_1: 93 / 93
a2111oi_0: 15 / 14
nor2_1: 145 / 77
a221o_1: 15 / 15
nor4_1: 14 / 14
a21oi_1: 121 / 121
mux2_2: 147 / 147
a211oi_1: 17 / 17
o21ai_0: 84 / 84
mux2i_1: 259 / 259
nor3_1: 22 / 19
a22oi_1: 188 / 188
nand2_1: 28 / 27
buf_2: 83 / 32
a222oi_1: 16 / 16
o2bb2ai_1: 15 / 15
-- power by group --
part	switching [mW]	leakage, nW	total (mW)	internal, mW
combinational	0.220	6.75	0.312	0.0913
sequential	0.00365	18.4	2.96	2.95
clock	0.968	3.04	2.24	1.27
-- through the flow --
stage | cells | hold WS, ns | setup slack (ns) | area, um2 | utilization (%)
2_1_floorplan | 4207 | 6.54 | 17.21 | 78300 | -
3_3_place_gp | 6204 | 6.75 | 13.87 | 82000 | 53.0
3_5_place_dp | 6204 | 6.73 | 13.87 | 82000 | 53.0
4_1_cts | 6575 | 5.88 | 13.86 | 88300 | 57.1
5_1_grt | 6576 | 5.90 | 13.42 | 88300 | 57.1
6_report | 6580 | 5.91 | 13.63 | 88300 | 57.1
Power is estimated from default activity; no workload was simulated.
