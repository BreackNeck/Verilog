[flow/design.v]
module dr
(
    input            TCK
,   input            TDI
,   input            CAPTUREDR
,   input            SHIFTDR
,   input            UPDATEDR
,   output reg       ID_REG_TDO
,   output reg       USERCODE_REG_TDO
,   output reg       BSR_TDO
, 	output reg  	 STATUS_BIST_REG_TDO
,   input            IDCODE_SELECT
,   input            SAMPLE_SELECT
,   input            EXTEST_SELECT
,   input            INTEST_SELECT
,   input            USERCODE_SELECT
,   input            RUNBIST_SELECT
,   input            GETTEST_SELECT
,   input       [3:0]  EXTEST_IO
,   input       [3:0]  INTEST_CL
,   input       [3:0]  CORE_LOGIC
,   input       [15:0] BIST_STATUS
,   output reg  [9:0]  BSR
,   input       [3:0]  TUMBLERS
,   output      [7:0]  UR_OUT
);
localparam LSB        = 2'b01;
localparam PRELOAD_DATA = 8'h81;
reg [7:0] ID_REG = 8'hA1;
reg [7:0] ID_REG_COPY;
reg [15:0] STATUS_BIST_REG;
reg [7:0] USERCODE_REG = 8'h01;
always @(posedge TCK) begin
    if ( IDCODE_SELECT ) begin
        ID_REG_COPY <= SHIFTDR ? { TDI, ID_REG_COPY[7:1] } : ID_REG;
    end else
	 if ( SAMPLE_SELECT ) begin 
		 if ( CAPTUREDR ) begin
			BSR <= { PRELOAD_DATA, LSB };
		 end
	 end else
	 if ( EXTEST_SELECT ) begin 
		if ( CAPTUREDR ) begin
			BSR <= { EXTEST_IO, TUMBLERS, LSB };
		 end else
		 if ( SHIFTDR ) begin
			BSR <= { TDI, BSR[9:1] };
		 end		 
	 end else
	 if ( INTEST_SELECT ) begin 
		 if ( CAPTUREDR ) begin
			BSR <= { CORE_LOGIC, INTEST_CL, LSB };
		 end else
		 if ( SHIFTDR ) begin
			BSR <= { TDI, BSR[9:1] };
		 end
	 end else
	 if ( USERCODE_SELECT ) begin
	    if ( CAPTUREDR ) begin
			BSR <= { USERCODE_REG, LSB };
		 end else
		 if ( SHIFTDR ) begin
			BSR <= { TDI, BSR[9:1] };
		 end else
		 if ( UPDATEDR ) begin
			USERCODE_REG <= BSR[9:2];
		 end
	 end else
	 if ( RUNBIST_SELECT ) begin
        if( CAPTUREDR ) begin
            STATUS_BIST_REG <= { BIST_STATUS }; 
        end else
        if ( SHIFTDR ) begin
            STATUS_BIST_REG <= { TDI, STATUS_BIST_REG[15:1] };
         end
     end    
	 if ( GETTEST_SELECT ) begin
        if ( SHIFTDR ) begin
            BSR <= { TDI, BSR[9:1] };
        end
    end
end
always @(negedge TCK) BSR_TDO      			<= BSR[0];
always @(negedge TCK) ID_REG_TDO   			<= ID_REG_COPY[0];
always @(negedge TCK) STATUS_BIST_REG_TDO   <= STATUS_BIST_REG[0];
assign UR_OUT = USERCODE_REG;
endmodule
[flow/run.sh]
#!/bin/bash
# OpenROAD 26Q1-2900-gdf79404cd8, Yosys 0.63+post, stock flow scripts
make -C /OpenROAD-flow-scripts/flow DESIGN_CONFIG=/design/flow/config.mk WORK_HOME=/design/flow/orfs finish
[flow/config.mk]
export PLATFORM = sky130hd
export DESIGN_NAME = dr
export DESIGN_NICKNAME = dr
export VERILOG_FILES = /design/flow/design.v
export SDC_FILE = /design/flow/constraint.sdc
export NUM_CORES = 4
export LEC_CHECK = 1
export CORE_UTILIZATION = 40
[flow/constraint.sdc]
current_design dr

set clk_period 3.3
set clk_io_pct 0.2

create_clock -name clk0 -period $clk_period [get_ports {TCK}]

set non_clock_inputs [all_inputs -no_clocks]
set_input_delay [expr $clk_period * $clk_io_pct] -clock clk0 $non_clock_inputs
set_output_delay [expr $clk_period * $clk_io_pct] -clock clk0 [all_outputs]
==> metrics.log <==
[flow] final metrics
[metrics] endpoint required time on the critical path: ~2.6 ns
[metrics] class of the most critical hold timing path: reg -> reg
[metrics] Post-DP Area: slightly below 0.003 mm^2
[metrics] leading area contributor after synthesis: edfxtp_1
[metrics] final count of pins violating max slew: 0
[metrics] Synth Cell Area: ~0.0022 mm^2
[metrics] main area contributors: edfxtp_1 (43%), dfxtp_1 (12%), mux2_2 (9.7%)
[metrics] area used by sequential logic in the layout: 0.00122 mm^2
[metrics] OpenROAD warnings: 28
[metrics] count of cells along the worst register-to-register path: 0
[metrics] average vias per placed instance: between 5 and 6
[metrics] Port-buffer cells: 64
[metrics] startpoint of the lowest-slack register-to-register path: ID_REG_COPY[0]
[metrics] largest clock skew in the final design: roughly 0.056 ns
[metrics] slew margin rel.: 0.635
[metrics] count of flip-flops with a built-in enable after synthesis: 32
[metrics] number of hold buffers added after CTS: 0
[metrics] met3 global-route usage: 0.0414
[metrics] antenna viol nets, final: 0
[metrics] Setup-failing EPs final: 0
[metrics] Top Ports: 66
[metrics] DRC viols: 0
[metrics] kind of start point of the critical path: register
[metrics] overall overflow remaining after global route: 0
[metrics] run status: complete, no violations
[metrics] Fillers: about 430
[metrics] synth warn: 2
[metrics] global-route wire length before repair: about 8500 um
[metrics] CP max FO: 1
[metrics] Peak VDD IR: 0.186 mV
[metrics] arrival time of data at the critical path endpoint: around 2.5 ns
[metrics] fraction of the yosys area taken by sequential cells: 0.551
[metrics] yosys cell count: approximately 190
[metrics] clock root buffer: clkbuf_8
[metrics] placer congestion estimate: between 0.8 and 0.9
[metrics] yosys-reported design area after synthesis: between 0.002 and 0.0025 mm^2
[metrics] Yosys top cell area share: 0.434
[metrics] Pleak: ~1.1 nW
[metrics] slowest stage cell, crit path: dfxtp_1
[metrics] gr busiest metal: met1
[metrics] die boundary width: 76.4 um
[metrics] starting density of the core: 0.426
[metrics] Post-Route WL: between 5000 and 6000 um
[metrics] clock-pin slew on the worst setup and hold paths: ~0.080 ns
[metrics] number of antenna violations at the first check in global routing: 0
[metrics] total area of multi-input combinational cells: roughly 940 um^2
[metrics] RR Endpoint: ID_REG_TDO
[metrics] TritonCTS clock tree: built
[metrics] Synth cell types: 39
[metrics] number of CTS-inserted buffers: 5
[metrics] transition time at the pin with the least slew margin: approximately 0.55 ns
[metrics] sum of net half-perimeters after detailed placement: 3650 um
[metrics] CTS H-Tree Depth: 2
[metrics] row count: 26
[metrics] #FFs+latches synth: around 45
[metrics] ordered cell list for the critical path: dlygate4sd2_1
[metrics] CP bufs+invs: 1
[metrics] count of mapped cells out of synthesis: approximately 190
[metrics] global-route usage over all layers: 0.192
[metrics] Global Route met1 Usage: 0.303
[metrics] worst setup path category: reg -> out
[metrics] proportion of synthesized flip-flops having asynchronous set or reset: 0
[metrics] design area: approximately 0.0031 mm^2
[metrics] Avg Synthesized Cell Area: roughly 12 um^2
[metrics] ys flop type: edfxtp_1
[metrics] number of cells on the critical path: 1
[metrics] family of cells with the greatest summed delay on the critical path: flip-flops
[metrics] Total Die Area: a little under 0.006 mm^2
[metrics] vias in the first global route: roughly 1700
[metrics] total vias in the final route: approximately 1800
[metrics] post-DR wirelength/cell: 15.3 um
[metrics] pin count of the biggest net entering global routing: 21
[metrics] Post CTS Setup Buffer Count: 0
[metrics] delay of the slowest critical-path stage: about 0.28 ns
[metrics] number of buffers between clock root and the deepest sink: 2
[metrics] Critical Path Start: BSR_TDO
[metrics] Core Region: roughly 0.0052 mm^2
[metrics] 1st-iter DRT viols: between 70 and 80
[metrics] count of max-cap constraint violations: 0
[metrics] ant diodes: 0
[metrics] most common cell in the netlist: edfxtp_1
[metrics] sum of negative setup slack: 0 ns
[metrics] share of cells above drive strength 1: 0.139
[metrics] list of most frequent post-synthesis cells: edfxtp_1 (32), mux2_2 (19), dfxtp_1 (13), nor2_1 (13), o21ai_0 (11)
[metrics] FF-to-FF setup slack: 1.22 ns
[metrics] area overhead of the layout relative to synthesis: 38.7%
[metrics] count of TritonRoute iterations in the first routing pass: 4
[metrics] CTS-repair resized insts: 3
[metrics] chip height: between 70 and 80 um
[metrics] Clock Latency Late Sink: between 0.3 and 0.4 ns
[metrics] CP endpoint kind: primary output
[metrics] Hold Violations, Final: 0
[metrics] GRT met2 Usage: 0.299
[metrics] worst setup path endpoint: BSR_TDO
[metrics] setup repair after global routing missed its margin: no
[metrics] Pwr per Cell Area: between 400 and 500 mW/mm^2
[metrics] sinks on the clock net: ~45
## cell type report
cell class                      count  area share
Multi-Input combinational cell    128       0.305
Clock inverter                      5      0.0159
Inverter                            4     0.00489
Tap cell                           70      0.0285
Timing Repair Buffer               71       0.224
Clock buffer                        6      0.0236
Sequential cell                    45       0.397
## worst min path at each step
stage	start	slack, ns	cells past startpoint	endpoint
final	ID_REG_COPY[6]	0.51	1	ID_REG_COPY[5]
after CTS	ID_REG_COPY[6]	0.51	1	ID_REG_COPY[5]
after global routing	ID_REG_COPY[6]	0.54	1	ID_REG_COPY[5]
## logic make-up after synthesis
group / synth area share
simple gates: 0.139
mux: 0.128
other cells: 0.00169
compound gates: 0.147
flops: 0.551
buf+inv: 0.0322
## power by group
| part | switching (mW) | internal [mW] |
|---|---|---|
| clock network | 0.191 | 0.231 |
| registers | 0.0367 | 0.644 |
| logic | 0.0846 | 0.153 |
| total | 0.312 | 1.03 |
## state kept, by name, summed over array words and instances (netlist names)
name / cells
BSR: 10
BSR_TDO: 1
ID_REG_COPY: 8
ID_REG_TDO: 1
STATUS_BIST_REG: 16
STATUS_BIST_REG_TDO: 1
USERCODE_REG: 8
## metal layers
layer | wire [um] | vias to the layer above
met5 | 0 | -
met4 | 82 | 0
met3 | 335 | 7
met2 | 2310 | 64
met1 | 2310 | 827
li1 | - | 857
## layout by cell type, fill, tap and decap left out, types with 6 or more instances in the layout
cell	instances
nand2_1	9
o211ai_1	6
and2_1	6
mux2i_1	7
dfxtp_1	13
clkdlybuf4s50_1	61
mux2_2	19
buf_4	7
inv_1	7
o21ai_0	11
nor2_1	13
edfxtp_1	32
nand2b_1	6
## per-stage QoR
stage          power, mW  std cells  hold WS (ns)  worst slack [ns]  utilization
4_1_cts             1.35        329         0.513             0.130        0.590
3_5_place_dp       0.940        319         0.494             0.258        0.569
5_1_grt             1.41        329         0.539             0.109        0.590
3_3_place_gp       0.939        319         0.489             0.257        0.569
6_report            1.34        329         0.511             0.141        0.590
2_1_floorplan      0.797        189         0.425             0.674            -
Power is estimated from default activity; no workload was simulated.
